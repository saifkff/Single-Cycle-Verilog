==> ./design.v <==
module adder_for_auipc (
    input [31:0] pc_for_auipc,    
    input [31:0] imm_for_btype,   
    output [31:0] pc_plus_imm_for_auipc 
);
    assign pc_plus_imm_for_auipc = pc_for_auipc + imm_for_btype; 
endmodule
module alu(
  input [31:0] dataA, dataB,
    input [3:0] sel,
    output reg [31:0] out,
    output reg branch_taken  
);
    always @(*) begin
        branch_taken = 1'b0;  
        case(sel)
            4'b0000: out = dataA + dataB;  
            4'b0001: out = dataA << dataB[4:0];  
            4'b0010: out = (dataA < dataB) ? 32'b1 : 32'b0;  
            4'b0011: out = ($unsigned(dataA) < $unsigned(dataB)) ? 32'b1 : 32'b0;  
            4'b0100: out = dataA ^ dataB;  
            4'b0101: out = dataA >> dataB[4:0];  
            4'b0110: out = dataA | dataB;  
            4'b0111: out = dataA & dataB;  
            4'b1000: out = dataA - dataB;  
            4'b1001: out = $signed(dataA) >>> dataB[4:0];  
            4'b1010: begin  
                out = (dataA == dataB) ? 32'b1 : 32'b0;
                branch_taken = (dataA == dataB) ? 1'b1 : 1'b0;
            end
            4'b1011: begin  
                out = (dataA != dataB) ? 32'b1 : 32'b0;
                branch_taken = (dataA != dataB) ? 1'b1 : 1'b0;
            end
            4'b1100: begin  
                out = ($signed(dataA) < $signed(dataB)) ? 32'b1 : 32'b0;
                branch_taken = ($signed(dataA) < $signed(dataB)) ? 1'b1 : 1'b0;
            end
            4'b1101: begin  
                out = ($signed(dataA) >= $signed(dataB)) ? 32'b1 : 32'b0;
                branch_taken = ($signed(dataA) >= $signed(dataB)) ? 1'b1 : 1'b0;
            end
            4'b1110: begin  
                out = (dataA < dataB) ? 32'b1 : 32'b0;
                branch_taken = (dataA < dataB) ? 1'b1 : 1'b0;
            end
            4'b1111: begin  
                out = (dataA >= dataB) ? 32'b1 : 32'b0;
                branch_taken = (dataA >= dataB) ? 1'b1 : 1'b0;
            end
            default: out = 32'b0;
        endcase
    end
endmodule
module control_unit (
  input [31:0] instruction,
  input wire branch_taken,
    output reg [3:0] sel,
    output reg [1:0] sel_bit_mux,
    output addr, sub, sllr, sltr, sltur, xorr, srlr, srar, orr, andr,
    output addi,addi2, slli, slti, sltui, xori, srli, srai, ori, andi,
    output sw, sh, sb, lb, lh, lw, lbu, lhu,
    output jal, jalr,jalreverse,
    output beq, bne, blt, bge, bltu, bgeu,
    output add, sll, slt, sltu, xorrr, srl, sra, orrr, andd,
    output out0, out1, out2, out3,
    output wenb, rs2_imm_sel,
    output lui_enb, auipc_wenb, load_enb, jal_enb, branch_enb, in_to_pr
);
    wire i0, i1, i2, i3, i4, i5, i6, i7, i8;
    wire [8:0] selected_bits;
    assign i0 = instruction[2];
    assign i1 = instruction[3];
    assign i2 = instruction[4];
    assign i3 = instruction[5];
    assign i4 = instruction[6];
    assign i5 = instruction[12];
    assign i6 = instruction[13];
    assign i7 = instruction[14];
    assign i8 = instruction[30];
    assign addr = (~i0)&(~i1)&(i2)&(i3)&(~i4)&(~i5)&(~i6)&(~i7)&(~i8);
    assign sub = (~i0)&(~i1)&(i2)&(i3)&(~i4)&(~i5)&(~i6)&(~i7)&(i8);
    assign sllr = (~i0)&(~i1)&(i2)&(i3)&(~i4)&(i5)&(~i6)&(~i7)&(~i8);
    assign sltr = (~i0)&(~i1)&(i2)&(i3)&(~i4)&(~i5)&(i6)&(~i7)&(~i8);
    assign sltur = (~i0)&(~i1)&(i2)&(i3)&(~i4)&(i5)&(i6)&(~i7)&(~i8);
    assign xorr = (~i0)&(~i1)&(i2)&(i3)&(~i4)&(~i5)&(~i6)&(i7)&(~i8);
    assign srlr = (~i0)&(~i1)&(i2)&(i3)&(~i4)&(i5)&(~i6)&(i7)&(~i8);
    assign srar = (~i0)&(~i1)&(i2)&(i3)&(~i4)&(i5)&(~i6)&(i7)&(i8);
    assign orr = (~i0)&(~i1)&(i2)&(i3)&(~i4)&(~i5)&(i6)&(i7)&(~i8);
    assign andr = (~i0)&(~i1)&(i2)&(i3)&(~i4)&(i5)&(i6)&(i7)&(~i8);
    assign addi = (~i0)&(~i1)&(i2)&(~i3)&(~i4)&(~i5)&(~i6)&(~i7)&(~i8);
  assign addi2 = (~i0)&(~i1)&(i2)&(~i3)&(~i4)&(~i5)&(~i6)&(~i7)&(i8);
    assign slli = (~i0)&(~i1)&(i2)&(~i3)&(~i4)&(i5)&(~i6)&(~i7)&(~i8); 
    assign slti = (~i0)&(~i1)&(i2)&(~i3)&(~i4)&(~i5)&(i6)&(~i7)&(~i8);
    assign sltui = (~i0)&(~i1)&(i2)&(~i3)&(~i4)&(i5)&(i6)&(~i7)&(~i8);
    assign xori = (~i0)&(~i1)&(i2)&(~i3)&(~i4)&(~i5)&(~i6)&(i7)&(~i8);
    assign srli = (~i0)&(~i1)&(i2)&(~i3)&(~i4)&(i5)&(~i6)&(i7)&(~i8);
    assign srai = (~i0)&(~i1)&(i2)&(~i3)&(~i4)&(i5)&(~i6)&(i7)&(i8);
    assign ori = (~i0)&(~i1)&(i2)&(~i3)&(~i4)&(~i5)&(i6)&(i7)&(~i8);
    assign andi = (~i0)&(~i1)&(i2)&(~i3)&(~i4)&(i5)&(i6)&(i7)&(~i8);
    assign sw = (~i0)&(~i1)&(~i2)&(i3)&(~i4)&(~i5)&(i6)&(~i7)&(~i8);
    assign sh = (~i0)&(~i1)&(~i2)&(i3)&(~i4)&(i5)&(~i6)&(~i7)&(~i8);
    assign sb = (~i0)&(~i1)&(~i2)&(i3)&(~i4)&(~i5)&(~i6)&(~i7)&(~i8);
    assign lb = (~i0)&(~i1)&(~i2)&(~i3)&(~i4)&(~i5)&(~i6)&(~i7)&(~i8);
    assign lh = (~i0)&(~i1)&(~i2)&(~i3)&(~i4)&(i5)&(~i6)&(~i7)&(~i8);
    assign lw = (~i0)&(~i1)&(~i2)&(~i3)&(~i4)&(~i5)&(i6)&(~i7)&(~i8);
    assign lbu = (~i0)&(~i1)&(~i2)&(~i3)&(~i4)&(~i5)&(i6)&(i7)&(~i8);
    assign lhu = (~i0)&(~i1)&(~i2)&(~i3)&(~i4)&(i5)&(~i6)&(i7)&(~i8);
    assign load_enb = (lb) | (lh) | (lw) | (lbu) | (lhu);
    assign jal = (i0)&(i1)&(~i2)&(i3)&(i4)&(~i5)&(~i6)&(~i7)&(~i8);
  	assign jalreverse = (i0)&(i1)&(~i2)&(i3)&(i4)&(i5)&(i6)&(i7)&(i8);
    assign jalr = (i0)&(~i1)&(~i2)&(i3)&(i4)&(~i5)&(~i6)&(~i7)&(~i8);
    assign jal_enb = (jal) | (jalr);
    assign lui_enb = (i0)&(~i1)&(i2)&(i3)&(~i4);
    assign auipc_wenb = (i0)&(~i1)&(i2)&(~i3)&(~i4);
    assign beq = (~i0)&(~i1)&(~i2)&(i3)&(i4)&(~i5)&(~i6)&(~i7);
    assign bne = (~i0)&(~i1)&(~i2)&(i3)&(i4)&(i5)&(~i6)&(~i7);
    assign blt = (~i0)&(~i1)&(~i2)&(i3)&(i4)&(~i5)&(~i6)&(i7);
    assign bge = (~i0)&(~i1)&(~i2)&(i3)&(i4)&(i5)&(~i6)&(i7);
    assign bltu = (~i0)&(~i1)&(~i2)&(i3)&(i4)&(~i5)&(i6)&(i7);
    assign bgeu = (~i0)&(~i1)&(~i2)&(i3)&(i4)&(i5)&(i6)&(i7);
  assign branch_enb = (beq) | (bne) | (blt) | (bge) | (bltu) | (bgeu);
    assign add = (addr) | (addi);
    assign sll = (sllr) | (slli);
    assign slt = (sltr) | (slti);
    assign sltu = (sltur) | (sltui);
    assign xorrr = (xorr) | (xori);
    assign srl = (srlr) | (srli);
    assign sra = (srar) | (srai);
    assign orrr = (orr) | (ori);
    assign andd = (andr) | (andi);
      assign out0 = (sub)| (sra) | (beq) | (bne) | (blt) | (bge) | (bltu) | (bgeu);
  assign out1 = (xorrr) | (orrr) | (andd) | (blt)  | (bge) | (bltu) | (bgeu) | (srl);
  assign out2 =  (orrr) | (andd) | (beq)  | (bne) | (bltu) | (bgeu) | (slt) | (sltu) ;
  assign out3 =  (sra) | (bne)  | (bge) | (bgeu) | (andd) | (sll) | (srl) | (sltu) ;
    always @(*) begin
        sel = {out0, out1, out2, out3};
     end 
    assign wenb = (lw) | (jal) | (lh) | (lb) | (addr) | (sub) | (srar) | (sllr) | (orr) | (andr) | (sltur) | (sltr) | (srai) | (xorr) | (srlr) | (andi) | (auipc_wenb) | (ori) | (xori) | (sltui) | (srli) | (slli) | (addi) | (slti) | (sb) | (sh) | (sw) | (lbu) | (lhu) | (jalr) | (lui_enb) | (addi2);
    assign rs2_imm_sel = (lui_enb) | (jal) | (lb) | (lh) |(addi) | (sh) | (sb) | (sw) | (slli) | (srai) | (auipc_wenb) | (ori) | (andi) | (srli) | (xori) | (sltui) | (slti) | (lbu) | (lhu) | (jalr) | (lw) | (jalreverse) | (addi2);
  assign in_to_pr = ~(jal | jalr | branch_taken);
    always @(*) 
    begin
      casez({branch_taken, jalr, {jal | jalreverse}, in_to_pr})
    		4'b1000 : sel_bit_mux = 2'b11;
    		4'b0100 : sel_bit_mux = 2'b10;
    		4'b0010 : sel_bit_mux = 2'b01;
    		4'b0001 : sel_bit_mux = 2'b00;
    	endcase
    end
endmodule
module data_mem(
    input clk, 
    input load_enb,
    input sb, sh, sw,
    input lb, lh, lw, lbu, lhu,
    input [31:0] address,
    input [31:0] write_data,
    output reg [31:0] read_data
);
  reg [7:0] memory [0:4096];
    always @(*) begin
        if (load_enb) begin
            case (1'b1)
                lb:  read_data = {{24{memory[address][7]}}, memory[address]};  
                lh:  read_data = {{16{memory[address+1][7]}}, memory[address+1], memory[address]};  
                lw:  read_data = {memory[address+3], memory[address+2], memory[address+1], memory[address]};  
                lbu: read_data = {24'b0, memory[address]};  
                lhu: read_data = {16'b0, memory[address+1], memory[address]};  
                default: read_data = 32'b0;
            endcase
        end 
        else begin
            read_data = 32'b0;
        end
    end
    always @(posedge clk) begin
        if (sb) begin
            memory[address] <= write_data[7:0]; 
        end
        else if (sh) begin
            memory[address] <= write_data[7:0]; 
            memory[address+1] <= write_data[15:8];  
        end
        else if (sw) begin
            memory[address]   <= write_data[7:0];
            memory[address+1] <= write_data[15:8];
            memory[address+2] <= write_data[23:16];
            memory[address+3] <= write_data[31:24];  
        end
    end
endmodule
module decoder(
    input [31:0] instruction,
    output [4:0] rs1, rs2, rdi
);
    assign rs1 = instruction[19:15];
    assign rs2 = instruction[24:20];
    assign rdi = instruction[11:7];
endmodule
module fetch (
    input wire clk,
    input wire rst,
  	input [1:0] sel,
    input [31:0] pc_plus_4,
  	input [31:0] pc_plus_imm, pc_plus_imm_2,
    input [31:0] rs1_plus_imm_for_jalr,
    output wire [31:0] instruction
);
    wire [31:0] pc, pc_next;
    pc PC (
        .clk(clk),
        .rst(rst),
        .pc_next(pc_next),
        .pc_write(1'b1),
        .pc_out(pc)
    );
    instruction_mem IM (
        .addr(pc),
        .instruction(instruction)
    );
  	mux_4to1 mux4 (
    .sel(sel),
    .pc_plus_4(pc_plus_4),
    .pc_plus_imm(pc_plus_imm),
    .pc_plus_imm_2(pc_plus_imm_2),
    .rs1_plus_imm_for_jalr(rs1_plus_imm_for_jalr),
    .out(pc_next)
  );
endmodule
module immediate_generator(
  input [31:0] instruction,
  output reg [31:0] imm,
  output reg [3:0] sel
);
  always @(*) begin
    casez (instruction[6:0])
      7'b0010011: sel = 4'b0000;  
      7'b0100011: sel = 4'b0001;  
      7'b1100011: sel = 4'b0010;  
      7'b0110111: sel = 4'b0011;  
      7'b1101111: sel = 4'b0100;  
      7'b0110011: sel = 4'b0101;  
      7'b0000011: sel = 4'b0110;  
      7'b1100111: sel = 4'b0111;  
      7'b0010111: sel = 4'b0011;  
      default: sel = 4'b1111;  
    endcase
  end
  always @(*) begin
    case (sel)
      4'b0000: imm = {{20{instruction[31]}}, instruction[31:20]};  
      4'b0001: imm = {{20{instruction[31]}}, instruction[31:25], instruction[11:7]};  
      4'b0010: imm = {{19{instruction[31]}}, instruction[31], instruction[7], instruction[30:25], instruction[11:8], 1'b0};  
      4'b0011: imm = {instruction[31:12], 12'b0};  
      4'b0100: imm = {{11{instruction[31]}}, instruction[31], instruction[19:12], instruction[20], instruction[30:21], 1'b0};  
      4'b0101: imm = 32'b0;  
      4'b0110: imm = {{20{instruction[31]}}, instruction[31:20]};  
      4'b0111: imm = {{20{instruction[31]}}, instruction[31:20]};  
      default: imm = 32'b0;  
    endcase
  end
endmodule
module instruction_mem (
    input wire [31:0] addr,
    output wire [31:0] instruction
);
  reg [31:0] memory [0:4096];
    initial begin
        $readmemh("instructions.hex", memory); 
    end
    assign instruction = memory[addr >> 2]; 
endmodule
module pc_plus_4(
    input wire [31:0] pc,        
    output wire [31:0] pc_plus4  
);
    assign pc_plus4 = pc + 32'd4;  
endmodule
module mux_rs2 (
    input [31:0] rs2,   
    input [3:0] sel_bit, 
    output reg [31:0] output_data_forstore 
);
    always @(*) begin
      case (sel_bit)
            4'b0000: output_data_forstore = rs2;                 
            4'b0010: output_data_forstore = {24'b0, rs2[7:0]};   
            4'b0100: output_data_forstore = {16'b0, rs2[15:0]};  
            default: output_data_forstore = 32'b0;               
        endcase
    end
endmodule
module mux2to1(
	input wire [31:0] imm_input,
  input wire [31:0] reg_input,
	input select,
	output wire [31:0] out
);
	assign out = select ? imm_input : reg_input;
endmodule	
module mux_4to1(
  	input [1:0] sel,
    input [31:0] pc_plus_4,
  	input [31:0] pc_plus_imm, pc_plus_imm_2,
    input [31:0] rs1_plus_imm_for_jalr,
    output reg [31:0] out
);
    always @(*) begin
        case (sel)
            2'b00: out = pc_plus_4;
            2'b01: out = pc_plus_imm;
            2'b10: out = rs1_plus_imm_for_jalr;
            2'b11: out = pc_plus_imm_2; 
            default: out = 32'b0; 
        endcase
    end
endmodule
module mux8to1(
    input wire [31:0] alu_result, load_result, pc_plus_4, pc_plus_imm, imm_for_b_type,  
    input wire [2:0] sel,  
    output reg [31:0] out  
);
    always @(*) begin
        case (sel)
            3'b000: out = alu_result;      
            3'b001: out = load_result;     
            3'b010: out = pc_plus_4;       
            3'b011: out = pc_plus_imm;     
            3'b100: out = imm_for_b_type;  
            default: out = 32'b0;          
        endcase
    end
endmodule
module pc (
    input wire clk,             
    input wire rst,             
    input wire [31:0] pc_next,  
    input wire pc_write,        
    output reg [31:0] pc_out    
);
    always @(posedge clk or posedge rst) begin
        if (rst)
            pc_out <= 32'h00000000; 
        else if (pc_write)
            pc_out <= pc_next;      
    end
endmodule
module prienc(
	input wire enable,
	output wire mux_select
);
	assign mux_select = enable;
endmodule
module priority_encoder_8to3 (
    input wire alu_result,     
    input wire load_enable,    
    input wire jal_enb,        
    input wire enable_for_auipc,
    input wire lui_enable,      
    output reg [2:0] sel        
);
  assign alu_result = ~(lui_enable | enable_for_auipc | jal_enb | load_enable);
    wire [4:0] input_concat = {lui_enable, enable_for_auipc, jal_enb, load_enable, alu_result};
    always @(*) begin
        casez (input_concat)
            5'b1????: sel = 3'b100;  
            5'b01???: sel = 3'b011;  
            5'b001??: sel = 3'b010;  
            5'b0001?: sel = 3'b001;  
            5'b00001: sel = 3'b000;  
            default:  sel = 3'b000;  
        endcase
    end
endmodule
module regfile (
    input clk, reset, enable,
    input [31:0] data_in,
    input [4:0] rs1, rs2, rd_select,
  	output reg [31:0] data_out1, data_out2
);
    reg [31:0] registers [31:0];
    integer i; 
    always @(*) begin
        data_out1 = (rs1 == 0) ? 32'b0 : registers[rs1];
        data_out2 = (rs2 == 0) ? 32'b0 : registers[rs2];
    end    
    always @(posedge clk or posedge reset) begin
        if (reset) begin
            for (i = 0; i < 32; i = i + 1)
                registers[i] <= 32'b0;
        end
        else if (enable && rd_select != 0) begin
            registers[rd_select] <= data_in;   
        end
    end
endmodule
module rs1_plus_imm(
	input [31:0] rs1, imm_input,
	output reg [31:0] rs1_plus_im
);
	always @(*) begin 
        rs1_plus_im = rs1+imm_input+4;
    end 
endmodule
module rs2orimm(
	input [31:0] rs2, imm,
	input select,
	output reg [31:0] dataB
);
	always @(*)
	begin
		dataB = select ? imm : rs2;
	end
endmodule
==> ./instructions.hex <==
00500093
00300113
00100193
00000213
00500293
00120213
fe521ee3
==> ./run.sh <==
#!/bin/bash
# OpenROAD 26Q1-2900-gdf79404cd8, Yosys 0.63+post, stock flow scripts
make -C /OpenROAD-flow-scripts/flow DESIGN_CONFIG=/design/flow/config.mk WORK_HOME=/design/flow/orfs finish
==> ./config.mk <==
export PLATFORM = sky130hd
export DESIGN_NAME = regfile
export DESIGN_NICKNAME = regfile
export VERILOG_FILES = /design/flow/design.v
export SDC_FILE = /design/flow/constraint.sdc
export NUM_CORES = 4
export LEC_CHECK = 1
export CORE_UTILIZATION = 40
==> ./constraint.sdc <==
current_design regfile

set clk_period 7.2
set clk_io_pct 0.2

create_clock -name clk0 -period $clk_period [get_ports {clk}]

set non_clock_inputs [all_inputs -no_clocks]
set_input_delay [expr $clk_period * $clk_io_pct] -clock clk0 $non_clock_inputs
set_output_delay [expr $clk_period * $clk_io_pct] -clock clk0 [all_outputs]
==> run notes <==
Results of the flow run.

The flow ran to the end, and the final reports show no timing, DRC or antenna violations. The final standard cell utilization of the core stands at a little under half. Per the final timing report, the hold violations number 0.

The number of pins with negative max-slew slack in the final report stands at 0. Per the GRT congestion report, total overflow comes to 0. According to the floorplan report, the total die area is around 0.13 mm2. For this configuration, the core starts out at a cell density of approximately two fifths. The total I/O pin count stands at about 110. For this design the ratio of total power to cell area is 272 mW/mm2. The number of standard-cell rows in the floorplan stands at between 100 and 150.

For this block, the via count after detailed routing is between 40000 and 50000. The leakage power stands at about 26 nW. Per STA, the endpoint of the critical path is data_out1[16].

The hold-fix buffer count after cts stands at 0. Looking at the reg2reg group, the worst path starts from registers[4][4]. The via count of the first global-routing pass stands at around 46000. The maximum ir drop on the vdd rail stands at approximately 0.21 mV. The global-route usage over all layers stands at between 40% and 50%. In this design, the largest share of critical-path delay is due to buffers and inverters. By instance count after routing, the leading logic cell type is mux2_2. The root buffer cell chosen for the clock tree is clkbuf_16. The placement-stage worst setup slack stands at 0.612 ns.

CTS built an H-tree with a depth of 3. Setup repair after global routing left no endpoint under its margin. The registers reported with the highest flop counts are registers x992. The area of the synthesized netlist per yosys stat stands at approximately 0.052 mm2. In this run the critical register-to-register path is captured at registers[4][4]. Clock-pin slew was measured on the worst setup and hold paths at 0.06 ns. After the first detailed-routing iteration, the DRC count stood at around 7000. Setup slack closes at ~0.35 ns.

The final critical path takes up a little over nine tenths of the cycle. The number of antenna violations at the first check in global routing stands at 26. The final layout reports a setup TNS of 0 ns.

Sorting the Yosys area breakdown by cell type puts at the top dfrtp_1. Across all register-to-register paths, the minimum setup slack is between 6 and 7 ns. The final critical delay including setup and external delays stands at 6.85 ns.

The count of cells resized by post-cts repair stands at 0. The largest fanout of any net on the critical path stands at 9. Summing every instance area after synthesis gives ~0.052 mm2. From bottom edge to top edge, the die measures 362 um. The setup path with the least slack is of type input port to output pin. For this run, the top clock speed supported by timing is approximately 150 MHz. In the post-synthesis netlist, the biggest area contributors are dfrtp_1 48%, mux2_2 22%, nand3_1 5.8%. The timing report lists the critical path depth as 8 cells. Buffers inserted during clock tree synthesis total approximately 110. Cells with a size suffix above 1 make up between 30% and 40% of the layout. The clock net in this run drives a total of around 990 sinks. The pin count of the biggest net entering global routing stands at between 100 and 150.

Post-synth the commonest register cell is dfrtp_1. After detailed routing, the number of remaining DRC violations is 0. The number of maximum-capacitance violations stands at 0. In the final routed layout, each cell accounts on average for 44.0 um. STA shows the worst reg2reg path with a cell count of 1. The worst stage delay on the critical path stands at 0.97 ns. The pre-antenna-repair detailed-routing pass consisted of 9 iterations. Of the post-synthesis cell area, the dominant cell type holds slightly below 50%. On the final layout, the worst hold slack is 0.510 ns. The top cell types in the final layout, fill and taps aside, are 993 x mux2_2, 992 x dfrtp_1, 596 x nand3_1. In the final run the clock tree shows a worst skew of 0 ns.

The register with the most flip-flops in the layout has 992 of them. The post-DP HPWL stands at ~180 mm. The number of port buffers stands at roughly 110. The x dimension of the die stands at 362 um.

The later pin in the worst-skew pair is clocked with a latency of around 0.75 ns. The layout overhead on the synthesized area stands at 15.9%. The transition at the pin with the smallest max-transition slack stands at 1.15 ns. Per the detail_route report, vias per standard cell equal 7.39. The script reports the combined buffer and inverter count of the critical path as 3.

For reference, the critical path is launched at rs1[1]. Counting distinct cell types in the post-synthesis netlist gives just over 70. Summed over all layers, the routed wires come to between 200 and 300 mm. TritonCTS built the clock tree. The critical path's slowest stage uses the library cell clkdlybuf4s50_1. In this run the mean area of a mapped cell was 11.1 um2. The yosys synthesis warning count stands at 2. STA classifies the critical path endpoint as an output pin. The final weighted congestion in routability-driven placement stands at around 1.1. The worst-case clock buffer depth stands at 3.

The remaining number of nets flagged by the antenna check after routing stands at 0. Per STA, the worst path is made up of clkdlybuf4s50_1 > nand2b_1 > nor2_4 > buf_4 > a22oi_1 > o2111a_1 > a31oi_1 > clkdlybuf4s50_1. Among the stages of the critical path, the cell type that occurs most often is clkdlybuf4s50_1. After technology mapping, the gate count stands at 4649. The worst setup path is launched from an input port. The synthesized design contains 0 enable-type register cells. The synthesized flop and latch total stands at approximately 990. The wire length of the first global-routing pass stands at a little under 400 mm. The final tally of setup violations stands at 0. The placeable core region stands at between 0.1 and 0.15 mm2. The worst endpoint required time stands at about 5.8 ns. More flip-flops sit in one register than any other, and that register is registers. The path class of the tightest hold or removal check is flip-flop to flip-flop.

The post-synthesis cell count from yosys stands at roughly 4600. Per the slew report, the remaining headroom to the max-slew limit stands at between 20% and 30%. The number of warnings reported in the stage logs is ~42. Summing the sequential cell areas from Yosys gives between 40% and 50% of the chip area. On the critical path the data arrives at about 5.4 ns. Yosys reported that registers with async set or reset make up around 100%. The post-CTS setup buffer count stands at 0.
==> synthesized netlist by cell type, types with 20 or more instances <==
cell type	count
a2111oi_0	67
buf_1	75
and4_1	49
nor4_1	39
nand4_1	184
a22oi_1	356
nor2_1	67
a31oi_1	56
a222oi_1	33
buf_2	134
clkbuf_1	289
and3_1	232
nand3_1	598
dfrtp_1	992
nor3_1	25
a21oi_1	77
mux2_2	993
o31a_1	20
a22o_1	45
nand2_1	86
==> routing by layer <==
metal  track usage (%)  vias up  routed length [um]
met1              56.6    23903               99300
li1                  -    17986                   -
met4              31.6       40               27500
met3              26.2     1507               46300
met2              58.1     4352              111000
met5              1.63        -                 532
==> kinds of logic (layout without fill, tap and decap cells) <==
logic type,count (synthesis),in the layout,synth area share [%]
muxes,1000,1000,21.8
buffers and inverters,524,656,4.18
and+or+nand+nor,1384,1384,15.0
other,0,22,0
DFF,992,992,48.0
AOI/OAI and AO/OA,749,749,11.0
==> worst min-delay path by stage <==
stage	startpoint	endpoint	slack (ns)	cells past startpoint
global route	registers[5][11]	registers[5][11]	0.52	1
finish	registers[5][11]	registers[5][11]	0.51	1
CTS	registers[5][11]	registers[5][11]	0.51	1
==> power breakdown <==
group	leakage (nW)	switching [mW]	internal, mW
Clock	1.92	2.55	3.56
Sequential	12.7	1.10	6.66
Combinational	11.3	1.24	1.22
Total	25.9	4.88	11.4
==> through the flow <==
step                total power [mW]  std cells  cell area, um2
finish                          16.3       6465           59900
global route                    16.8       6444           59900
CTS                             16.2       6443           59900
detailed placement              10.2       6235           56000
global placement                10.1       6235           56000
floorplan                       8.87       4649           51700
==> layout make-up <==
cell class,instances,area [um2]
tap,1662,2080
inverter,20,78.8
multi-input combinational,3133,25200
sequential,992,24800
clock buffer,161,3320
antenna,22,55.1
clock inverter,47,562
fill,11565,67900
timing repair buffer,428,3810
Power is estimated from default activity; no workload was simulated.
